### flow/run.sh
#!/bin/bash
# OpenROAD 26Q1-2900-gdf79404cd8, Yosys 0.63+post, stock flow scripts
make -C /OpenROAD-flow-scripts/flow DESIGN_CONFIG=/design/flow/config.mk WORK_HOME=/design/flow/orfs finish
### flow/design.v
module carry_save_adder_16_bit
    (
        input [15:0] num0,
        input [15:0] num1,
        input [15:0] num2,
        input [15:0] num3,
        input [15:0] num4,
        input [15:0] num5,
        input [15:0] num6,
        input [15:0] num7,
        input [15:0] num8,
        output [20:0] sum
    );
    wire [16:0] w1 [5:0];
    carry_save_adder_n_bit #(16) csa_1(num0,num1,num2,w1[0],w1[1]);
    carry_save_adder_n_bit #(16) csa_2(num3,num4,num5,w1[2],w1[3]);
    carry_save_adder_n_bit #(16) csa_3(num6,num7,num8,w1[4],w1[5]);
    wire [17:0] w2 [3:0];
    carry_save_adder_n_bit #(17) csa_4(w1[0],w1[1],w1[2],w2[0],w2[1]);
    carry_save_adder_n_bit #(17) csa_5(w1[3],w1[4],w1[5],w2[2],w2[3]);
    wire [18:0] w3[1:0];
    carry_save_adder_n_bit #(18) csa_6(w2[0],w2[1],w2[2],w3[0],w3[1]);
    wire [19:0] w4[1:0];
    wire [18:0] pre_sum;
    assign pre_sum  = {1'b0,w2[3]};
    carry_save_adder_n_bit #(19) csa_7(w3[0],w3[1],pre_sum,w4[0],w4[1]);
    wire [19:0] temp_sum;
    wire carry;
    carry_look_ahead_20_bit cla_20_bit(w4[0],w4[1],1'b0,temp_sum,carry);
   assign sum = {carry, temp_sum};
endmodule
module carry_save_adder_n_bit
    #(parameter N = 16)
    (
        input [N-1:0] a,
        input [N-1:0] b,
        input [N-1:0] cin,
        output [N:0] cout,
        output [N:0] s
    );
    genvar i;
    generate
    for (i = 0; i < N; i = i + 1) 
	    begin: block
	        csa csa_bit(a[i],b[i],cin[i],s[i],cout[i+1]);
	    end    
    endgenerate
    assign cout[0] = 0;
    assign s[N] = 0;
endmodule
module csa(
    input a,
    input b,
    input cin,
    output sum,
    output cout);
    assign sum = a ^ b ^ cin;
    assign cout = (a & b) | ( a & cin) | (b & cin);
endmodule
module carry_look_ahead_20_bit(a,b, cin, sum,cout);
    input [19:0] a,b;
    input cin;
    output [19:0] sum;
    output cout;
    wire a1,a2,a3,a4;
    carry_look_ahead_4_bit cla_1(.a(a[3:0]), .b(b[3:0]), .cin(cin), .sum(sum[3:0]), .cout(a1));
    carry_look_ahead_4_bit cla_2(.a(a[7:4]), .b(b[7:4]), .cin(a1), .sum(sum[7:4]), .cout(a2));
    carry_look_ahead_4_bit cla_3(.a(a[11:8]), .b(b[11:8]), .cin(a2), .sum(sum[11:8]), .cout(a3));
    carry_look_ahead_4_bit cla_4(.a(a[15:12]), .b(b[15:12]), .cin(a3), .sum(sum[15:12]), .cout(a4));
    carry_look_ahead_4_bit cla_5(.a(a[19:16]), .b(b[19:16]), .cin(a4), .sum(sum[19:16]), .cout(cout));
endmodule
module carry_look_ahead_4_bit(a,b, cin, sum,cout);
	input [3:0] a,b;
	input cin;
	output [3:0] sum;
	output cout;
	wire [3:0] p,g,c;     
	    assign p=a^b;
	    assign g=a&b;  
	    assign c[0]=cin;
	    assign c[1]= g[0] | (p[0] & c[0]);
	    assign c[2]= g[1] | (p[1] & g[0]) | p[1] & p[0] & c[0];
	    assign c[3]= g[2] | (p[2] & g[1]) | p[2] & p[1] & g[0] | p[2] & p[1] & p[0] & c[0];
	    assign cout= g[3] | (p[3] & g[2]) | p[3] & p[2] & g[1] | p[3] & p[2] & p[1] & p[0] & c[0];
	    assign sum=p ^ c;
endmodule
### flow/config.mk
export PLATFORM = sky130hd
export DESIGN_NAME = carry_save_adder_16_bit
export DESIGN_NICKNAME = carry_save_adder_16_bit
export VERILOG_FILES = /design/flow/design.v
export SDC_FILE = /design/flow/constraint.sdc
export NUM_CORES = 4
export LEC_CHECK = 1
export CORE_UTILIZATION = 40
### flow/constraint.sdc
current_design carry_save_adder_16_bit

set clk_period 9.2
set clk_io_pct 0.2

create_clock -name clk0 -period $clk_period

set non_clock_inputs [all_inputs -no_clocks]
set_input_delay [expr $clk_period * $clk_io_pct] -clock clk0 $non_clock_inputs
set_output_delay [expr $clk_period * $clk_io_pct] -clock clk0 [all_outputs]
==> impl_metrics.csv <==
group,metric,value,unit
detailed_routing,routed_wire_length,6740,µm
worst_setup_path,setup.worst_path.class,"in -> out",
layout,final_layout_size_suffix_gt1_share,1.28,%
cts,post_cts.resized_instances,0,
logic_synthesis,ys_cells,385,
worst_setup_path,critPathMostFrequentCell,"sky130_fd_sc_hd__fa_1",
logic_synthesis,synth_chip_area,3700,µm²
place,placement.io_buffers,164,
detailed_routing,drt_iter0_drc,45,
final_timing,finalHoldViolCount,0,
worst_setup_path,cp_top_family,"adder cells",
power,leakage,2.78,nW
worst_setup_path,required,7.36,ns
die,die-height,98.1,µm
die,ioPinCount,165,
grt,grt_antenna_before_repair,0,
grt,grt_max_degree,7,
detailed_routing,detail_route.drc_violations,0,
min_path,hold_path.startpoint,"num5[0]",
logic_synthesis,yosysSeqAreaShare,0,%
die,coreArea,8850,µm²
power,clock_network_fraction_of_design_power,0,%
detailed_routing,antennaDiodeCount,0,
final_timing,clock.fmax,0.120,GHz
layout,area_taken_by_flip_flops_and_latches,0,µm²
final_timing,grt_setup_unrepaired,"no",
grt,number_of_global_route_vias_before_repair,2975,
worst_setup_path,cp.arrival,6.52,ns
worst_setup_path,largest_stage_delay_on_the_critical_path,0.55,ns
die,floorplan.rows,34,
detailed_routing,post_drt_via_cell_ratio,4.29,
logic_synthesis,synthesis.area,3700,µm²
power,cell_pwr_density,342,nW/µm²
layout,layout.core_utilization,61.7,%
layout,area_growth_syn_to_layout,47.7,%
outcome,status,"completed",
cts,hold_fix_buffers_at_cts,0,
grt,gr-total-overflow,0,
job,maxCapViolations,0,
grt,use_met1,26.2,%
die,die_width,98.1,µm
grt,globalRouteMet3Util,3.20,%
grt,grt_util_met2,27.1,%
grt,grt_busiest_layer,"met2",
job,count_of_tool_warnings,33,
final_timing,finalSetupViolCount,0,
cts,post_cts_setup_repair_buffer_count,0,
worst_setup_path,worst-path-max-fanout,5,
min_path,min_delay_worst_endpoint,"sum[0]",
die,design.die.area,9630,µm²
layout,flop-count,0,
power,switchingPower,0.789,mW
die,floorplan.core_util,41.8,%
worst_setup_path,timing.critical_path.from_type,"input port",
grt,gr-usage-all-layers,16.5,%
detailed_routing,detail_route.first_pass.iterations,22,
detailed_routing,detailroute.via_count,2808,
detailed_routing,ant_nets,0,
logic_synthesis,synth.distinct_cells,31,
power,seqPwrFrac,0,%
logic_synthesis,synth-warning-count,1,
worst_setup_path,worst_path_max_delay_cell,"sky130_fd_sc_hd__fa_1",
worst_setup_path,element_type_at_the_critical_path_end,"output pin",
grt,grt_pass1_wl,12300,µm
layout,final_cells,655,
final_timing,setup_tns,0,ns
final_timing,final.min_clock_period,8.36,ns
power,swShare,42.2,%
detailed_routing,routedWlPerCell,10.3,µm
final_timing,maxSlewViolCount,0,
power,internal-power,1.08,mW
min_path,hold_path.class,"in -> out",
place,dpl.cell_count,655,
power,power.combinational.fraction,100.0,%
power,vdd.ir_drop.worst,0.000225,V
logic_synthesis,synthesis.instances,385,
final_timing,layout_worst_path_cycle_share,90.9,%
min_path,hold_depth,5,
layout,clkbuf_count,0,
place,place.gp.congestion,0.776,
place,place_hpwl,6870,µm
logic_synthesis,synthesis.area_per_instance,9.60,µm²
worst_setup_path,worstPathCellList,"clkdlybuf4s50_1 > inv_1 > fa_1 > fa_1 > fa_1 > inv_1 > fa_1 > ha_1 > a21oi_1 > nand2_1 > a2111oi_2 > a21o_1 > fa_1 > inv_1 > clkdlybuf4s50_1",
worst_setup_path,worstPathBufferInverterCount,5,
==> synth_stat cells (all sizes together) <==
cell / n / area share, %
inv: 179 / 18
fa: 113 / 61
ha: 23 / 7.8
a21oi: 10 / 1.4
o21ai: 6 / 0.81
xor2: 6 / 1.4
a21o: 5 / 1.0
nand3: 5 / 0.68
nor2: 5 / 0.51
a211oi: 4 / 0.95
nand2: 4 / 0.41
xnor2: 4 / 0.95
nor3: 3 / 0.71
a311o: 2 / 0.54
buf: 2 / 0.41
nand2b: 2 / 0.34
o21bai: 2 / 0.41
a2111oi: 1 / 0.41
a211o: 1 / 0.27
a221oi: 1 / 0.24
and3: 1 / 0.17
conb: 1 / 0.10
nand3b: 1 / 0.20
nor4b: 1 / 0.24
o211ai: 1 / 0.34
or2: 1 / 0.17
or3: 1 / 0.17
==> area by class of cell <==
type	instances	area, µm²
tap	108	135
timing repair buffer	164	1640
multi-input combinational	204	3010
inverter	179	672
fill	736	3390
==> through the flow <==
step | total power, mW | instance area [µm²] | setup slack, ns | hold slack [ns]
after floorplan | 1.01 | 3700 | 1.98 | 4.13
after global placement | 1.91 | 5460 | 0.812 | 5.02
after detailed placement | 1.90 | 5460 | 0.776 | 5.02
after CTS | 1.92 | 5460 | 0.776 | 5.02
after global routing | 2.14 | 5460 | 0.487 | 5.05
final | 1.87 | 5460 | 0.838 | 5.01
==> how the worst max path moves through the flow <==
stage,from,endpoint,slack (ns),depth (start not counted)
after CTS,num0[2],sum[13],0.78,15
after global routing,num0[2],sum[13],0.49,15
final,num0[11],sum[16],0.84,15
==> logic make-up after synthesis <==
family,count (synthesis),share of synthesized area [%]
AND-OR/OR-AND,33,6.36
AND/OR/NAND/NOR,24,3.59
other,1,0.101
buffers and inverters,181,18.6
adder cells (fa/ha/maj),136,69.0
XOR/XNOR,10,2.37
==> per-layer routing <==
metal,routed length (µm),part of all wire [%],vias to the layer above
met3,604,9.0,2
met5,0,0,-
met1,2870,43,1317
li1,-,-,1384
met4,12,0.18,0
met2,3260,48,105
==> power by group through the flow <==
| stage | Combinational (mW) | Clock, mW | Sequential (mW) |
|---|---|---|---|
| 6_report | 1.87 | 0 | 0 |
| 5_1_grt | 2.14 | 0 | 0 |
| 4_1_cts | 1.92 | 0 | 0 |
==> layout by cell type, fill, tap and decap left out, types with 2 or more instances in the layout <==
master / count
sky130_fd_sc_hd__a211oi_1: 3
sky130_fd_sc_hd__a21o_1: 4
sky130_fd_sc_hd__a21oi_1: 10
sky130_fd_sc_hd__a311o_1: 2
sky130_fd_sc_hd__clkdlybuf4s50_1: 164
sky130_fd_sc_hd__fa_1: 113
sky130_fd_sc_hd__ha_1: 23
sky130_fd_sc_hd__inv_1: 179
sky130_fd_sc_hd__nand2_1: 4
sky130_fd_sc_hd__nand2b_1: 2
sky130_fd_sc_hd__nand3_1: 5
sky130_fd_sc_hd__nor2_1: 5
sky130_fd_sc_hd__nor3_1: 2
sky130_fd_sc_hd__o21ai_0: 4
sky130_fd_sc_hd__o21ai_1: 2
sky130_fd_sc_hd__o21bai_1: 2
sky130_fd_sc_hd__xnor2_1: 4
sky130_fd_sc_hd__xor2_1: 6
Power figures rest on the tool's default switching activity, not on a simulated workload.
