==> flow/design.v <==
module carry_select_adder(a, b, cin, sum, cout);
	input [15:0] a,b;
	input cin;
	output [15:0] sum;
	output cout;
	wire [2:0] c;
	ripple_carry_adder_4_bit rca1(
		.a(a[3:0]),
		.b(b[3:0]),
		.cin(cin),
		.sum(sum[3:0]),
		.cout(c[0]));
	carry_select_adder_4bit_block csa_block_1(
		.a(a[7:4]),
		.b(b[7:4]),
		.cin(c[0]),
		.sum(sum[7:4]),
		.cout(c[1]));
	carry_select_adder_4bit_block csa_block_2(
		.a(a[11:8]),
		.b(b[11:8]),
		.cin(c[1]),
		.sum(sum[11:8]), 
		.cout(c[2]));
	carry_select_adder_4bit_block csa_block_3(
		.a(a[15:12]),
		.b(b[15:12]),
		.cin(c[2]),
		.sum(sum[15:12]),
		.cout(cout));
endmodule
module carry_select_adder_4bit_block(a, b, cin, sum, cout);
	input [3:0] a,b;
	input cin;
	output cout;
	output [3:0] sum;
	wire w0,w1;
	wire [3:0] x1,x2;
	ripple_carry_adder_4_bit rca1(
		.a(a[3:0]),
		.b(b[3:0]),
		.cin(1'b0),
		.sum(x1[3:0]),
		.cout(w0));
	ripple_carry_adder_4_bit rca2(
		.a(a[3:0]),
		.b(b[3:0]),
		.cin(1'b1),
		.sum(x2[3:0]),
		.cout(w1));
	mux_2X1 #(4) mux_0(
		.input_0(x1[3:0]),
		.input_1(x2[3:0]),
		.selection(cin),
		.output_1(sum[3:0]));
	mux_2X1 #(1) mux_1(
		.input_0(w0),
		.input_1(w1),
		.selection(cin),
		.output_1(cout));
endmodule
module ripple_carry_adder_4_bit(a, b, cin, sum, cout);
	input [3:0] a,b;
	input cin;
	output [3:0] sum;
	output cout;
	wire w1,c2,c3;
	full_adder fa_0(
		.a(a[0]),
		.b(b[0]),
		.cin(cin),
		.sum(sum[0]),
		.cout(w1));
	full_adder fa_1(
		.a(a[1]),
		.b(b[1]),
		.cin(w1),
		.sum(sum[1]),
		.cout(c2));
	full_adder fa_2(
		.a(a[2]),
		.b(b[2]),
		.cin(c2),
		.sum(sum[2]),
		.cout(c3));
	full_adder fa_3(
		.a(a[3]),
		.b(b[3]),
		.cin(c3),
		.sum(sum[3]),
		.cout(cout));
endmodule
module mux_2X1( input_0, input_1, selection, output_1);
	parameter width=16; 
	input selection;
	input [width-1:0] input_0,input_1;
	output [width-1:0] output_1;
	assign output_1=(selection)?input_1:input_0;
endmodule
module full_adder(a,b,cin,sum, cout);
	input a,b,cin;
	output sum, cout;
	wire p,q,r;
	half_adder ha_1(.a(a), .b(b), .sum(p), .cout(q));
	half_adder ha_2(.a(p), .b(cin), .sum(sum), .cout(r));
	or or_01(cout,r,q);
endmodule
module half_adder( a,b, sum, cout );
	input a,b;
	output sum, cout;
	xor xor_01 (sum,a,b);
	and and_01 (cout,a,b);
endmodule
==> flow/run.sh <==
#!/bin/bash
# OpenROAD 26Q1-2900-gdf79404cd8, Yosys 0.63+post, stock flow scripts
make -C /OpenROAD-flow-scripts/flow DESIGN_CONFIG=/design/flow/config.mk WORK_HOME=/design/flow/orfs finish
==> flow/config.mk <==
export PLATFORM = sky130hd
export DESIGN_NAME = carry_select_adder
export DESIGN_NICKNAME = carry_select_adder
export VERILOG_FILES = /design/flow/design.v
export SDC_FILE = /design/flow/constraint.sdc
export NUM_CORES = 4
export LEC_CHECK = 1
export CORE_AREA = 10 10 70 70
export DIE_AREA = 0 0 80 80
==> flow/constraint.sdc <==
current_design carry_select_adder

set clk_period 12.9
set clk_io_pct 0.2

create_clock -name clk0 -period $clk_period

set non_clock_inputs [all_inputs -no_clocks]
set_input_delay [expr $clk_period * $clk_io_pct] -clock clk0 $non_clock_inputs
set_output_delay [expr $clk_period * $clk_io_pct] -clock clk0 [all_outputs]
==> impl_metrics.prom <==
# HELP chip_impl_metric Flow report values
# TYPE chip_impl_metric gauge
chip_impl_metric{name="number_of_global_route_vias_before_repair",unit=""} 480
chip_impl_info{name="synth_dominant_cell_count",value="inv_1"} 1
chip_impl_metric{name="drt.antenna.violating_nets",unit=""} 0
chip_impl_metric{name="port-buffer-count",unit=""} 50
chip_impl_metric{name="post-route-period-util",unit="%"} 92.22
chip_impl_metric{name="dp.final_hpwl",unit="um"} 1629
chip_impl_metric{name="die-area",unit="um2"} 6400
chip_impl_metric{name="layout.cell_area.non_filler",unit="um2"} 1002
chip_impl_metric{name="post-cts-setup-buffers",unit=""} 0
chip_impl_metric{name="global_route.overflow_total",unit=""} 0
chip_impl_info{name="outcome",value="complete, no violations"} 1
chip_impl_metric{name="leakage_power_of_the_design",unit="nW"} 0.4351
chip_impl_info{name="post_synth_most_frequent_cells",value="inv_1, fa_1, ha_1"} 1
chip_impl_info{name="largest_area_cell",value="fa_1"} 1
chip_impl_metric{name="cts.hold.buffers_added",unit=""} 0
chip_impl_info{name="hold_path_end",value="sum[15]"} 1
chip_impl_metric{name="max_cap_violations",unit=""} 0
chip_impl_info{name="ys_top_cells_by_area",value="fa_1, ha_1, inv_1, mux2i_1, buf_4"} 1
chip_impl_metric{name="routedWlPerCell",unit="um"} 12.20
chip_impl_metric{name="timing_max_transition_violations_final",unit=""} 0
chip_impl_metric{name="largest_fanout_on_the_critical_path",unit=""} 2
chip_impl_metric{name="cts_repair_resize_count",unit=""} 0
chip_impl_metric{name="synth_largest_type_area_fraction",unit="%"} 54.88
chip_impl_metric{name="finalWorstPathRequiredPeriod",unit="ps"} 11900
chip_impl_metric{name="place_ws",unit="ps"} 930.2
chip_impl_metric{name="final_layout_size_suffix_gt1_share",unit="%"} 0
chip_impl_metric{name="gr-usage-all-layers",unit="%"} 4.931
chip_impl_metric{name="postLayoutCoreUtil",unit="%"} 29.34
chip_impl_metric{name="antenna_violations_before_repair",unit=""} 0
chip_impl_metric{name="worstPathRequired",unit="ps"} 10320
chip_impl_metric{name="placement_row_count",unit=""} 21
chip_impl_info{name="worst_hold_launch",value="a[15]"} 1
chip_impl_metric{name="floorplan.initialDensity",unit="%"} 13.88
chip_impl_metric{name="seq_area_frac_synth",unit="%"} 0
chip_impl_metric{name="die.size.y",unit="um"} 80
chip_impl_metric{name="slew_at_the_pin_with_the_worst_max_slew_slack",unit="ps"} 176.5
chip_impl_metric{name="antenna_cells",unit=""} 0
chip_impl_info{name="start_kind",value="input port"} 1
chip_impl_metric{name="wire_length_of_the_first_global_routing_pass",unit="um"} 2477
chip_impl_metric{name="finalHoldViolations",unit=""} 0
chip_impl_metric{name="die-width",unit="um"} 80
chip_impl_metric{name="fin_ws",unit="ps"} 1004
chip_impl_info{name="min-delay-path-class",value="input port to output pin"} 1
chip_impl_metric{name="finalSetupViolCount",unit=""} 0
chip_impl_metric{name="worst-endpoint-arrival",unit="ps"} 9320
chip_impl_metric{name="log.warning_count",unit=""} 38
chip_impl_metric{name="instance_count_of_the_mapped_netlist",unit=""} 43
chip_impl_metric{name="ys_types",unit=""} 6
chip_impl_metric{name="max-vdd-ir-drop",unit="V"} 0.00001854
chip_impl_metric{name="total_area_of_sequential_cells",unit="um2"} 0
chip_impl_metric{name="drtPass1Iterations",unit=""} 2
chip_impl_metric{name="placedInstanceArea",unit="um2"} 1002
chip_impl_metric{name="gp_congestion",unit=""} 0.8576
chip_impl_metric{name="syn_area",unit="um2"} 474.2
chip_impl_info{name="rsz0062_at_grt",value="no"} 1
chip_impl_metric{name="slew_headroom",unit="%"} 87.90
chip_impl_metric{name="io_pins",unit=""} 50
chip_impl_metric{name="route.final.wire_length",unit="um"} 1647
chip_impl_metric{name="area_figure_in_the_yosys_stat_output",unit="um2"} 474.2
chip_impl_metric{name="nFlopsAndLatches",unit=""} 0
chip_impl_metric{name="min_delay_path_depth",unit=""} 5
chip_impl_metric{name="viasPerCell",unit=""} 3.341
chip_impl_metric{name="ys.warnings.count",unit=""} 0
chip_impl_metric{name="synthToLayoutAreaGrowth",unit="%"} 111.3
chip_impl_metric{name="drt_drc_violations_left",unit=""} 0
chip_impl_metric{name="max_freq",unit="MHz"} 84.06
chip_impl_metric{name="syn_area_per_cell",unit="um2"} 11.03
chip_impl_metric{name="clkbuf_count",unit=""} 0
chip_impl_metric{name="drtIter0Drc",unit=""} 1
chip_impl_metric{name="finalSetupTns",unit="ps"} 0
chip_impl_metric{name="grt_start_max_net_pins",unit=""} 3
chip_impl_metric{name="placeable_core_area",unit="um2"} 3416
chip_impl_metric{name="yosysCellCount",unit=""} 43
chip_impl_metric{name="pwr_density_cell",unit="nW/um2"} 44.59
chip_impl_info{name="crit_type",value="input port to output pin"} 1
chip_impl_metric{name="dr_total_vias",unit=""} 451
chip_impl_info{name="setup.worst_path.end_class",value="output pin"} 1
[critical path, stage by stage]
cell and delay [ps]:
clkdlybuf4s50_1 430, fa_1 440, fa_1 400, fa_1 390, fa_1 420, mux2i_1 150, fa_1 380, fa_1 400
fa_1 430, mux2i_1 160, fa_1 390, fa_1 410, fa_1 430, mux2i_1 160, fa_1 380, fa_1 360
inv_1 80, fa_1 410, inv_1 60, clkdlybuf4s50_1 460
[cells in the final DEF (no fill, tap or decap), drive strengths merged]
cell type and instances:
clkdlybuf4s50 50, inv 14, fa 13, ha 6, xor2 3, mux2i 3
[where the power goes]
group	total, mW	switching, mW	leakage (nW)	internal [mW]
logic	0.0447	0.0121	0.435	0.0326
clock network	0	0	0	0
registers	0	0	0	0
total	0.0447	0.0121	0.435	0.0326
[logic make-up after synthesis]
group                      share of synthesized area [%]
xor gates and xnor gates                           5.542
adders and majority gates                          70.71
buffers and inverters                              17.41
muxes                                              6.333
[per-stage QoR]
| stage | hold slack (ps) | power (mW) | instances |
|---|---|---|---|
| final | 6232 | 0.04469 | 135 |
| after floorplan | 5267 | 0.01130 | 43 |
| after CTS | 6248 | 0.04623 | 135 |
| after detailed placement | 6245 | 0.04566 | 135 |
| after global placement | 6240 | 0.04583 | 135 |
| after global routing | 6261 | 0.05015 | 135 |
[area by class of cell]
class	instances	area (um2)
fill	364	2414
inverter	14	52.55
multi-input combinational	25	391.6
tap	46	57.56
timing repair buffer	50	500.5
[how the worst max path moves through the flow]
| stage | slack, ps | startpoint | endpoint |
|---|---|---|---|
| finish | 1000 | a[0] | sum[15] |
| global route | 770 | a[0] | sum[15] |
| CTS | 930 | a[0] | sum[15] |
[metal layers]
layer  global-route usage [%]  up-vias  part of all wire [%]  wire length (um)
li1                         -      211                     -                 -
met4                        0        0                     0                 0
met2                    5.618       50                    27               443
met1                    6.228      190                    41               680
met5                        0        -                     0                 0
met3                    5.682        0                    32               523
Power is estimated from default activity; no workload was simulated.
